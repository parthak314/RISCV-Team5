`/design/flow/config.mk`:
```
export PLATFORM = sky130hd
export DESIGN_NAME = mux
export DESIGN_NICKNAME = mux
export VERILOG_FILES = /design/flow/design.v
export SDC_FILE = /design/flow/constraint.sdc
export NUM_CORES = 4
export LEC_CHECK = 1
export CORE_AREA = 10 10 71 71
export DIE_AREA = 0 0 81 81
```
`/design/flow/constraint.sdc`:
```
current_design mux

set clk_period 1.0
set clk_io_pct 0.2

create_clock -name clk0 -period $clk_period

set non_clock_inputs [all_inputs -no_clocks]
set_input_delay [expr $clk_period * $clk_io_pct] -clock clk0 $non_clock_inputs
set_output_delay [expr $clk_period * $clk_io_pct] -clock clk0 [all_outputs]
```
`/design/flow/design.v`:
```
module mux #(
    DATA_WIDTH = 32
) (
    input   logic [DATA_WIDTH-1:0]  in0,
    input   logic [DATA_WIDTH-1:0]  in1,
    input   logic                   sel,
    output  logic [DATA_WIDTH-1:0]  out
);
    assign out = sel ? in1 : in0;
endmodule
```
`/design/flow/run.sh`:
```
#!/bin/bash
# OpenROAD 26Q1-2900-gdf79404cd8, Yosys 0.63+post, stock flow scripts
make -C /OpenROAD-flow-scripts/flow DESIGN_CONFIG=/design/flow/config.mk WORK_HOME=/design/flow/orfs finish
```
==> flow_summary.yaml <==
# physical design summary
global_route:
  grt_usage_pct: 7.79
  grt_pass1_vias: 764
  grt_max_degree: 11
  grt_antenna_before_repair: 0
  grt_overflow: 0
  grt_first_pass_wirelength_mm: 4.14
pwr:
  p_per_area_mw_per_mm2: 392
  pwr-share-seq_pct: 0
  clockPowerShare_pct: 0
  p_sw_uw: 137
  comb_power_share_pct: 100.0
  p_sw_share_pct: 22.0
  internal_power_uw: 487
  p_leak_uw: 0.000872
  vdd_ir_drop_max_uv: 169
route:
  wl_per_cell_um: 15.4
  drt_iter0_drc: 3
  wl_met3_um: 350
  antenna_cells_inserted: 0
  drc: 0
  drtPass1Iterations: 2
  routed-wl-met2_mm: 1.45
  wl_mm: 2.88
  vias_per_cell: 3.82
  ant_nets: 0
  dr.max_layer_used: "met3"
  vias: 715
  wl_met1_mm: 1.08
final_timing:
  final.setup.tns_ns: -3.30
  fmax_mhz: 848
  worst_pin_slew_ns: 0.0870
  slew_viol_final: 0
  fin_crit_ns: 1.18
  max_slew_margin_pct: 94.2
  grt_setup_unrepaired: "yes"
  finalClockPeriodUsage_pct: 118
  hold_viol: 0
  fin_ws_ns: -0.179
  finalSetupViolations: 32
min_path:
  hold_path_class: "in2out"
worst_setup_path:
  arrival_ns: 0.98
  cp_max_fo: 6
  worst-setup-path-type: "in2out"
  critPathRequiredTime_ns: 0.80
  start_kind: "input port"
  worstSetupEndpointType: "primary output"
final_layout:
  fin_area_mm2: 0.00159
  drive_above_1_share_pct: 54.0
  register_area_um2: 0
  clock_buffers: 0
  ff_count: 0
  syn2layout_area_growth_pct: 192
  filler_cell_count: 357
  final_cells: 187
synthesis:
  synth_seq_share_pct: 0
  ys.warnings.count: 0
  syn_area_um2: 544
  ys_cells: 36
  avgSynthCellArea_um2: 15.1
  syn-instance-count: 36
  ys_area_um2: 544
  yosys.cell_types.count: 4
clock_network:
  cts_hold_buf: 0
floorplanning:
  initCoreUtil_pct: 15.0
  io_pins: 97
  core_area_mm2: 0.00363
  rows: 22
  die_w_um: 81
  die-area_mm2: 0.00656
  dieHeight_um: 81
placement:
  gp_congestion: 0.832
  place.port_buffers: 97
  place_ws_ns: -0.512
  dp_cells: 179
  dp_hpwl_mm: 2.50
  placed_cell_area_mm2: 0.00154
run:
  log.warning_count: 34
  cap_violations: 0
run_status:
  failed_checks: "negative setup slack"
  outcome: "finished with violations"
[through the flow]
step                      total power, uW  util [%]  hold WS, ns
after detailed placement              661      42.4         1.19
after CTS                             614      42.3        0.751
after floorplan                       206         -        0.498
after global placement                656      42.4         1.17
after global routing                  666      43.8        0.717
final                                 624      43.8        0.691
[cell usage after synthesis, drive strengths merged]
| master | instances | area share (%) |
|---|---|---|
| mux2 | 32 | 87 |
| buf | 4 | 13 |
[routing by layer]
metal	track usage, %	up-vias
met5	0	-
met4	0	0
li1	-	345
met2	14.3	50
met3	2.78	0
met1	9.03	320
[power by group through the flow]
| stage | combinational (uW) | sequential, uW | clock, uW |
|---|---|---|---|
| after CTS | 614 | 0 | 0 |
| after global routing | 666 | 0 | 0 |
| final | 624 | 0 | 0 |
[area by class of cell]
cell class         count  area (um^2)  share of cell area, %
multi-input cells     32          477                   30.0
well taps             48         60.1                   3.78
repair buffers       107         1050                   66.2
[cell usage in the layout, fill, tap and decap left out, drive strengths merged]
| master | count |
|---|---|
| dlygate4sd2 | 51 |
| buf | 43 |
| mux2 | 32 |
| clkdlybuf4s50 | 9 |
| dlymetal6s2s | 4 |
[worst max-delay path, cell delays in order]
cell and delay, ns:
buf_12 0.12, buf_12 0.13, buf_12 0.12, mux2_4 0.29
buf_6 0.11
[cell families after synthesis]
kind of cell	synth area share (%)
buffers and inverters	13.1
muxes	86.9
[repair_timing]
item	4_1_cts	5_1_grt
gates cloned	2	0
endpoints found under the setup margin	32	32
resized	171	10
buffers inserted	5	1
[final timing paths]
check / startpoint / endpoint / slack (ns) / depth (start not counted)
max: sel / out[4] / -0.18 / 5
min: in1[29] / out[29] / 0.69 / 3
Power and IR drop assume default switching activity.
