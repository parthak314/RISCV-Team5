--- constraint.sdc ---
current_design adder

set clk_period 24.1
set clk_io_pct 0.2

create_clock -name clk0 -period $clk_period

set non_clock_inputs [all_inputs -no_clocks]
set_input_delay [expr $clk_period * $clk_io_pct] -clock clk0 $non_clock_inputs
set_output_delay [expr $clk_period * $clk_io_pct] -clock clk0 [all_outputs]
--- design.v ---
module adder # (
    parameter DATA_WIDTH = 32
) (
    input logic [DATA_WIDTH-1:0] in0,
    input logic [DATA_WIDTH-1:0] in1,
    output logic [DATA_WIDTH-1:0] out
);
    assign out = in0 + in1;
endmodule
--- run.sh ---
#!/bin/bash
# OpenROAD 26Q1-2900-gdf79404cd8, Yosys 0.63+post, stock flow scripts
make -C /OpenROAD-flow-scripts/flow DESIGN_CONFIG=/design/flow/config.mk WORK_HOME=/design/flow/orfs finish
--- config.mk ---
export PLATFORM = sky130hd
export DESIGN_NAME = adder
export DESIGN_NICKNAME = adder
export VERILOG_FILES = /design/flow/design.v
export SDC_FILE = /design/flow/constraint.sdc
export NUM_CORES = 4
export LEC_CHECK = 1
export CORE_AREA = 10 10 85 85
export DIE_AREA = 0 0 95 95
==> flow_summary.toml <==
# physical design summary
[worst_hold_path]
whs_path_depth = 3
hold_path_class = "input pin to primary output"
hp-start = "in1[0]"

[power]
leakage_nw = 1.18
fin_total_pwr_mw = 0.0800
ir_worst_vdd_mv = 0.0118
power_density_mw_per_mm2 = 29.1

[placement]
placedCellCount = 398
dp_hpwl_um = 5120
io_buffer_count = 96
globalplace.congestion = 0.925

[final_timing]
worstMarginPinSlew_ns = 0.523
fmax_ghz = 0.0797
finalSetupViolCount = 0
rsz0062_at_grt = "false"
fin_crit_sh = 0.520
setup_tns_ns = 0
fin_hold_ws_ns = 10.67
finalMaxSlewViolations = 0
period_needed_ns = 12.54
maxSlewHeadroom = 0.642
hold_viol = 0

[global_routing]
grt_pass1_vias = 2036
grt_max_degree = 11
grt.total_usage = 0.124
grt_pass1_wl_um = 9490
grt-ovfl-total = 0
grt_antenna_before_repair = 0

[worst_setup_path]
crit_required_ns = 19.28
critPathMaxFanout = 4
cp-end-kind = "primary output"
cp.arrival_ns = 7.72
criticalPathCategory = "input pin to primary output"
worst_setup_path_start_kind = "input pin"
crit_start = "in0[0]"

[synthesis]
synth.avg_cell_area_um2 = 7.24
ys_top_logic_family = "AND-OR/OR-AND gates"
yosys-top-cells-area = "ha_1 (22%), a21oi_1 (8.3%), a21o_1 (8.2%), xor2_1 (7.5%), xnor2_1 (6.5%)"
syn_area_mm2 = 0.00174
ys_area_mm2 = 0.00174
yosys.cell_types.count = 50
simple_gate_area_frac = 0.183
netlist_instances = 241
synthDominantCellAreaShare = 0.222
synth_stat.cells = 241
adder_share = 0.234
ys_seq_frac = 0
ys_sh_mux = 0.0115
ys.warnings.count = 0
netlist.top_cell.by_area = "ha_1"
xor_area_frac = 0.141
aoi_share = 0.393

[routing]
dr.first_iter.drc_count = 54
num_vias = 2079
antenna_cells = 0
drtPass1Iterations = 4
drc = 0
wirelength_um = 5840
ant_nets = 0
wire_per_inst_um = 14.7
vias_per_cell = 5.22

[cts]
post-cts-setup-buffers = 0
ctsHoldBuffers = 0
cts-resized-gates = 0

[job]
maxCapViolations = 0
stage_log_warnings = 32

[die]
fp_util = 0.319
io_pins = 96
die_h_um = 95
die_w_um = 95
num_rows = 27
coreArea_mm2 = 0.00547
dieArea_mm2 = 0.00903

[finish]
stdcell_count = 398
syn2layout_area_growth_pct = 57.7
seq_cells = 0
final_core_util = 0.503
seq_area_um2 = 0
clockBufferCount = 0
drive_gt1_frac = 0.0307

[outcome]
status = "complete, no violations"
[where the power goes]
part           leakage (nW)  switching (mW)  internal (mW)
Combinational          1.18          0.0318         0.0483
Sequential                0               0              0
Clock                     0               0              0
[routing by layer]
layer	track usage	routed length, um	vias to the layer above
met5	0	0	-
met4	0.00623	29	0
met2	0.211	2550	61
li1	-	-	1103
met1	0.163	2800	913
met3	0.0288	465	2
[synthesized netlist by cell type, drive strengths merged (2+ instances only)]
library cell  number
o21bai             5
a311oi             3
nand2b             2
nor2              12
o211ai             3
a21o              19
o21ai             15
a21oi             29
nand4              8
o311ai             2
nor3               4
a211oi             3
mux2i              2
a31oi              3
ha                31
buf                3
xnor2             13
inv                6
xor2              15
nand3             10
clkbuf             8
o21a               2
nand2             18
or2                3
o221ai             2
[metrics by stage]
| stage | worst slack (ns) | area, um2 |
|---|---|---|
| 2_1_floorplan | 12.63 | 1740 |
| 3_3_place_gp | 11.55 | 2750 |
| 3_5_place_dp | 11.52 | 2750 |
| 4_1_cts | 11.52 | 2750 |
| 5_1_grt | 11.32 | 2750 |
| 6_report | 11.56 | 2750 |
[cell usage in the layout, fill, tap and decap left out, types with 2 or more instances in the layout]
cell	count
clkdlybuf4s50_1	96
ha_1	31
a21oi_1	29
a21o_1	19
nand2_1	18
xor2_1	15
o21ai_0	13
xnor2_1	13
nor2_1	12
nand3_1	10
nand4_1	8
inv_1	6
o21bai_1	4
nor3_1	4
or2_2	3
a211oi_1	3
o211ai_1	3
a31oi_1	3
o21a_1	2
o221ai_1	2
nand2b_1	2
o311ai_1	2
mux2i_1	2
a311oi_1	2
[cell type report]
type,instances,area [um2]
timing repair buffer,96,961
inverter,6,22.5
tap,72,90.1
multi-input combinational,224,1680
fill,569,2720
[worst max-delay path, stage by stage]
cell and delay (ns):
clkdlybuf4s50_1 0.40, ha_1 0.24, fa_1 0.40, a21o_1 0.22, a31o_2 0.28, nand3_1 0.09
o221ai_1 0.21, a311oi_1 0.32, o21bai_1 0.10, xor2_1 0.13, clkdlybuf4s50_1 0.49
[cells by family after synthesis]
group	Yosys count
compound gates	97
xor+xnor	28
fa+ha+maj	32
buf+inv	17
mux	2
simple gates	65
[final timing paths]
kind / to / slack (ns)
worst min-delay path: out[0] / 10.67
worst max-delay path: out[26] / 11.56
Power is estimated from default activity; no workload was simulated.
