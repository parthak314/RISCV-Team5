[/design/flow/design.v]
module mux_4x2 #(
    DATA_WIDTH = 32
) (
    input   logic [DATA_WIDTH-1:0]  in0,
    input   logic [DATA_WIDTH-1:0]  in1,
    input   logic [DATA_WIDTH-1:0]  in2,
    input   logic [DATA_WIDTH-1:0]  in3,
    input   logic [1:0]             sel,
    output  logic [DATA_WIDTH-1:0]  out
);
    always_comb begin
        case (sel)
            2'b00: out = in0;
            2'b01: out = in1;
            2'b10: out = in2;
            2'b11: out = in3;
            default: out = in0;
        endcase
    end
endmodule
[/design/flow/run.sh]
#!/bin/bash
# OpenROAD 26Q1-2900-gdf79404cd8, Yosys 0.63+post, stock flow scripts
make -C /OpenROAD-flow-scripts/flow DESIGN_CONFIG=/design/flow/config.mk WORK_HOME=/design/flow/orfs finish
[/design/flow/config.mk]
export PLATFORM = sky130hd
export DESIGN_NAME = mux_4x2
export DESIGN_NICKNAME = mux_4x2
export VERILOG_FILES = /design/flow/design.v
export SDC_FILE = /design/flow/constraint.sdc
export NUM_CORES = 4
export LEC_CHECK = 1
export CORE_AREA = 10 10 76 76
export DIE_AREA = 0 0 86 86
[/design/flow/constraint.sdc]
current_design mux_4x2

set clk_period 1.5
set clk_io_pct 0.2

create_clock -name clk0 -period $clk_period

set non_clock_inputs [all_inputs -no_clocks]
set_input_delay [expr $clk_period * $clk_io_pct] -clock clk0 $non_clock_inputs
set_output_delay [expr $clk_period * $clk_io_pct] -clock clk0 [all_outputs]
==> reports/results.tsv <==
stage	metric	value	unit
outcome	status	completed	
place	GP Congestion	0.932	
cts	number of setup buffers added after CTS	0	
layout	area delta synth->final	177	%
critical_path	CP endpoint kind	output port	
routing	drt total wl	5970	um
logic_synthesis	Synth top cell by count	mux4_2	
place	area of placed instances	2480	um2
power_and_ir_drop	Max VDD drop	98.2	uV
logic_synthesis	yosys stat area	815	um2
logic_synthesis	mapped cell area	815	um2
place	detailed placement HPWL	5250	um
routing	Remaining DRCs	0	
global_route	Total GRT Usage	15.7	%
routing	vias per std cell	4.69	
layout	fin util	54.8	%
logic_synthesis	# Cells Yosys	39	
floorplan	# rows	23	
critical_path	Worst setup SP type	primary input	
sta	Slew HR	89.3	%
routing	via count	1192	
floorplan	chip width	86	um
hold_path	hold crit path type	in2out	
layout	design area	2260	um2
routing	diode count	0	
logic_synthesis	Mapped Cells	39	
floorplan	initial core utilization	19.8	%
sta	final hold viol count	0	
logic_synthesis	syn_area_per_cell	20.9	um2
sta	Setup Viol. Count Final	0	
routing	first-pass detailed-route iteration total	4	
routing	final antenna-violating net count	0	
power_and_ir_drop	pwr dens	240	nW/um2
routing	initial drt markers	19	
floorplan	core footprint	4120	um2
critical_path	crit path DRT	1.20	ns
logic_synthesis	top post-synthesis cells by count	mux4_2 (30), buf_12 (3), buf_2 (3), mux4_1 (2), buf_6 (1)	
global_route	initial antenna violation count	0	
floorplan	total die size	7400	um2
global_route	first-pass GRT wire length	8920	um
flow_run	count of tool warnings	34	
global_route	largest net degree at the start of global routing	8	
logic_synthesis	Cell Type Count	5	
layout	# fillers	418	
logic_synthesis	Synth Seq Share	0	%
layout	layout cells sized above 1	37.3	%
place	number of buffers added on ports	162	
logic_synthesis	top-area cell type share of the netlist area	82.9	%
logic_synthesis	post-synth top area cell	mux4_2	
floorplan	I/O pin count	162	
sta	Final min period	1.48	ns
cts	Post-CTS Hold Buffers	0	
sta	Least-Margin Pin Slew	0.161	ns
flow_run	MaxCap Viol Count	0	
routing	drt wl/cell	23.5	um
sta	Slew Viols, Final	0	
critical_path	Critical Path AT	1.18	ns
logic_synthesis	synth top area cells	mux4_2 (83%), buf_12 (7.4%), mux4_1 (6.5%)	
sta	Final period util	98.9	%
layout	Flop area	0	um2
critical_path	crit path kind	in2out	
global_route	vias in the first global route	1357	
floorplan	die height	86	um
global_route	total congestion overflow	0	
logic_synthesis	number of synthesis warnings	1	
layout	# clk buffers	0	
sta	RSZ-0062 raised after global routing	true	
layout	flop count	0	
critical_path	Critical Path Fanout Max	7	
power_and_ir_drop	Static Leak	1.10	nW
sta	FMAX	674	MHz
-- logic make-up (layout without fill, tap and decap cells) --
| family | Yosys count | count (layout) | synth area share [%] |
|---|---|---|---|
| buffers and inverters | 7 | 172 | 10.6 |
| muxes | 32 | 32 | 89.4 |
-- path summary, 6_finish.rpt --
| path | start | end | slack [ns] | cells past startpoint |
|---|---|---|---|---|
| worst min-delay path | in2[0] | out[0] | 1.08 | 3 |
| worst max-delay path | sel[1] | out[18] | 0.02 | 4 |
-- cell type report --
type                       instances  area [um2]  share of cell area (%)
multi-input combinational         32         721                    31.9
tap                               50        62.6                    2.77
timing repair buffer             172        1470                    65.3
-- routing by layer --
| metal | routed length (um) | global-route usage [%] |
|---|---|---|
| met1 | 2180 | 19.4 |
| met2 | 3170 | 27.9 |
| met3 | 618 | 5.24 |
| met4 | 4 | 0 |
| met5 | 0 | 0 |
-- where the power goes --
part	switching, mW	internal (mW)	total [mW]
registers	0	0	0
logic	0.137	0.405	0.541
clock network	0	0	0
total	0.137	0.405	0.541
-- per-stage QoR --
stage          power (mW)  cells  hold WS (ns)  TNS (ns)  worst slack, ns
5_1_grt             0.588    254          1.10    -0.352          -0.0282
2_1_floorplan       0.189     39         0.686         0            0.183
6_report            0.541    254          1.08         0           0.0165
3_3_place_gp        0.715    250          1.62    -18.33           -0.599
4_1_cts             0.554    254          1.09         0         0.000859
3_5_place_dp        0.717    250          1.61    -18.40           -0.611
-- layout by cell type (no fill, tap or decap), drive strengths merged --
cell type	n
buf	43
dlygate4sd2	128
clkdlybuf4s15	1
mux4	32
-- critical path, cell delays in order --
cell,delay [ns]
clkdlybuf4s15_2,0.26
buf_4,0.19
mux4_2,0.30
buf_2,0.13
-- repair_timing --
| item | in CTS | in global routing |
|---|---|---|
| endpoints found under the setup margin | 32 | 28 |
| gates resized | 245 | 0 |
| cloned | 4 | 0 |
Power is estimated from default activity; no workload was simulated.
